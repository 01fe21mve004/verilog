## config.mk

```make
export PLATFORM = sky130hd
export DESIGN_NAME = ram_1
export DESIGN_NICKNAME = ram_1
export VERILOG_FILES = /design/flow/design.v
export SDC_FILE = /design/flow/constraint.sdc
export NUM_CORES = 4
export LEC_CHECK = 1
export CORE_UTILIZATION = 30
export SYNTH_MEMORY_MAX_BITS = 65536
```

## constraint.sdc

```tcl
current_design ram_1

set clk_period 18.1
set clk_io_pct 0.2

create_clock -name clk0 -period $clk_period [get_ports {clk}]

set non_clock_inputs [all_inputs -no_clocks]
set_input_delay [expr $clk_period * $clk_io_pct] -clock clk0 $non_clock_inputs
set_output_delay [expr $clk_period * $clk_io_pct] -clock clk0 [all_outputs]
```

## design.v

```verilog
`timescale 1ns / 1ps
   module ram_1(addr,data_in,clk,rd,wr,cs,d_out);
input[9:0]addr;
input clk,rd,wr,cs;
input[7:0] data_in;
reg[7:0] mem[1023:0];
output[7:0] d_out;
reg [7:0] d_out;
assign data=(cs && rd) ? d_out : 8'bz;
always @(posedge clk)
  if(cs && wr && !rd) mem[addr]=data;
always @(posedge clk)
if ( cs && wr && !wr) d_out=mem[addr];
endmodule
```

## run.sh

```bash
#!/bin/bash
# OpenROAD 26Q1-2900-gdf79404cd8, Yosys 0.63+post, stock flow scripts
make -C /OpenROAD-flow-scripts/flow DESIGN_CONFIG=/design/flow/config.mk WORK_HOME=/design/flow/orfs finish
```

==> flow_summary.ini <==
; synthesis and place-and-route metrics
[outcome]
status = finished clean

[logic_synthesis]
async_reset_ff_frac = 0
yosysChipArea_um2 = 44500
area_leaders = edfxtp_1, nor2_1, mux2i_1
yosys_cells = 3286
ys_types = 60
yosys.area.top_type = edfxtp_1
ys_seq_share = 0.691
syn_area_um2 = 44500
avgSynthCellArea_um2 = 13.6
yosys_warnings = 3
numSynthFlops = 1025
edf_count = 1025
synth_top_area_share = 0.691
synthCells = 3286
ys.flop_type = edfxtp_1

[setup_path]
critPathArrivalTime_ns = 7.85
slowest_stage = buf_4
cpLargestDelayFamily = buffers and inverters
reg2reg_slack_ns = 15.31
path_cells = buf_8 -> buf_4 -> buf_4 -> buf_4 -> mux2i_1 -> o22ai_1 -> nor4_1 -> o2111ai_1 -> nand4_1 -> o211a_1 -> nand4_1
setup.worst_path.class = input pin to flop
critPathBufInv = 4
timing.critical_path.mode_cell = buf_4
worst-path-max-fanout = 49
cp.required_ns = 18.50
critPathCaptureType = flop
max_stage_delay_ns = 0.67
critPathLaunchType = input pin

[finish]
drive_above_1_share = 0.121
mostFrequentLayoutCells = nor2_1, edfxtp_1, mux2i_1
synthToLayoutAreaGrowth_pct = 12.6
logic_area_um2 = 12200
lay_top_count = nor2_1
seqCellArea_um2 = 30800
stdcell_area_um2 = 50100
fillers = 14000
fin_cells = 5239

[clocking]
post_cts_buffers = 0
cts_resized = 0
cts.sinks = 1025
clk_pin_slew_ns = 0.06
insertion_delay_ns = 0.69
cts_hold_buf = 0
cts_tree = built
htreeDepth = 3
clockRootBuffer = clkbuf_16
cts_max_path_buffers = 3
numCtsBuffers = 108

[die]
fp.dieH_um = 387
num_rows = 141
initCoreUtil = 0.302
die_area_um2 = 150000
die_x_um = 387
coreArea_um2 = 147000
ioPinCount = 30

[route]
routedWlPerCell_um = 23.7
ant_nets = 0
dr.pass1.iters = 5
drtIter0Drc = 2244
routed_wl_um = 124000
drcViolationCount = 0
vias_per_cell = 5.11
via_count = 26800

[timing]
min_period_over_period = 0.412
max_slew.worst_pin.slew_ns = 0.982
fin_crit_ns = 7.45
rsz0062_at_grt = false
setup_viol = 0
hold_viol_final = 0
slew-limit-headroom = 0.345
tns_ns = 0
max_freq_mhz = 134
finalMaxSlewViolations = 0
fin_skew_ns = 0.0193

[global_routing]
antenna_found_initial = 3
grt_overflow = 0
grt_max_degree = 203
grt_pass1_wl_um = 179000
grt_util_all_layers = 0.174
grt_pass1_vias = 26500

[job]
maxCapViolations = 0
warning_count = 40

[power]
power_mw = 5.17
p_per_area_nw_per_um2 = 103
ir_drop_uv = 84.4
leakage_nw = 15.4

[placement]
place_inst = 5038
numPortBuffers = 14
place_congestion = 0.874
hpwl_um = 65600
placed_area_um2 = 46600

[min_path]
hold_path_class = flop to flop
metrics by stage:
step	hold WS [ns]	util	setup WS, ns
2_1_floorplan	0.852	-	1.47
3_3_place_gp	0.997	0.316	10.01
3_5_place_dp	1.00	0.316	9.99
4_1_cts	0.997	0.340	10.71
5_1_grt	1.04	0.340	10.48
6_report	0.978	0.340	10.65
power breakdown:
part	internal, mW	switching (mW)	total, mW	leakage, nW
Clock	1.32	0.911	2.23	1.74
Combinational	0.0714	0.194	0.265	4.47
Sequential	2.67	0.000176	2.67	9.24
area by class of cell:
| class | instances | share of cell area |
|---|---|---|
| multi-input combinational | 1940 | 0.244 |
| antenna | 2 | 0.0000998 |
| sequential | 1025 | 0.614 |
| clock buffer | 131 | 0.0573 |
| inverter | 4 | 0.000299 |
| clock inverter | 68 | 0.0138 |
| timing repair buffer | 139 | 0.0222 |
| tap | 1930 | 0.0482 |
sequential cells by signal (all words and copies together) (netlist names):
| name | flops |
|---|---|
| d_out | 1 |
| mem | 1024 |
per-layer routing:
metal / global-route usage / share of wire / up-vias / routed length (um)
met2: 0.263 / 0.46 / 1379 / 57300
met1: 0.213 / 0.36 / 13300 / 44500
met5: 0.00542 / 0.00081 / - / 101
met3: 0.110 / 0.15 / 237 / 18500
met4: 0.0425 / 0.030 / 6 / 3740
li1: - / - / 11800 / -
Yosys cell counts (8+ instances only):
| library cell | number |
|---|---|
| buf_4 | 28 |
| buf_6 | 20 |
| nor2_1 | 1050 |
| mux4_1 | 8 |
| clkbuf_1 | 218 |
| mux4_2 | 73 |
| buf_2 | 48 |
| a22oi_1 | 19 |
| o22a_1 | 10 |
| nand2_1 | 78 |
| edfxtp_1 | 1025 |
| nor4_1 | 19 |
| nand4_1 | 9 |
| o22ai_1 | 138 |
| nor2b_1 | 10 |
| o21ai_0 | 24 |
| nand3_1 | 18 |
| mux2i_1 | 354 |
| o2111ai_1 | 11 |
| nor3_1 | 26 |
final timing paths:
check	from	endpoint	cells past startpoint
worst max-delay path	addr[0]	d_out[0]	11
worst min-delay path	d_out[0]	mem[172][0]	1
worst max register to register	d_out[0]	mem[778][0]	3
worst min register to register	d_out[0]	mem[172][0]	1
cell families (layout without fill, tap and decap cells):
family	after synthesis	after routing	share of synthesized area
buffers and inverters	328	342	0.0369
multiplexers	439	439	0.122
AND/OR/NAND/NOR	1256	1256	0.114
AND-OR/OR-AND	237	237	0.0359
other	1	10	0.0000842
flip-flops	1025	1025	0.691
No activity file was given, so power comes from the tool's default toggle rates.
