<file path="flow/run.sh">
#!/bin/bash
# OpenROAD 26Q1-2900-gdf79404cd8, Yosys 0.63+post, stock flow scripts
make -C /OpenROAD-flow-scripts/flow DESIGN_CONFIG=/design/flow/config.mk WORK_HOME=/design/flow/orfs finish
</file>
<file path="flow/config.mk">
export PLATFORM = sky130hd
export DESIGN_NAME = parking_system
export DESIGN_NICKNAME = parking_system
export VERILOG_FILES = /design/flow/design.v
export SDC_FILE = /design/flow/constraint.sdc
export NUM_CORES = 4
export LEC_CHECK = 1
export CORE_UTILIZATION = 40
</file>
<file path="flow/constraint.sdc">
current_design parking_system

set clk_period 4.0
set clk_io_pct 0.2

create_clock -name clk0 -period $clk_period [get_ports {clk}]

set non_clock_inputs [all_inputs -no_clocks]
set_input_delay [expr $clk_period * $clk_io_pct] -clock clk0 $non_clock_inputs
set_output_delay [expr $clk_period * $clk_io_pct] -clock clk0 [all_outputs]
</file>
<file path="flow/design.v">
`timescale 1ns / 1ps
module parking_system( 
 input clk,reset_n,
 input sensor_entrance, sensor_exit, 
 input [1:0] password_1, password_2,
 output wire GREEN_LED,RED_LED,
 output reg [6:0] HEX_1, HEX_2
    );
 parameter IDLE = 3'b000, WAIT_PASSWORD = 3'b001, WRONG_PASS = 3'b010, RIGHT_PASS = 3'b011,STOP = 3'b100;
 reg[2:0] current_state, next_state;
 reg[31:0] counter_wait;
 reg red_tmp,green_tmp;
 always @(posedge clk or negedge reset_n)
 begin
 if(~reset_n) 
 current_state = IDLE;
 else
 current_state = next_state;
 end
 always @(posedge clk or negedge reset_n) 
 begin
 if(~reset_n) 
 counter_wait <= 0;
 else if(current_state==WAIT_PASSWORD)
 counter_wait <= counter_wait + 1;
 else 
 counter_wait <= 0;
 end
 always @(*)
 begin
 case(current_state)
 IDLE: begin
         if(sensor_entrance == 1)
 next_state = WAIT_PASSWORD;
 else
 next_state = IDLE;
 end
 WAIT_PASSWORD: begin
 if(counter_wait <= 3)
 next_state = WAIT_PASSWORD;
 else 
 begin
 if((password_1==2'b01)&&(password_2==2'b10))
 next_state = RIGHT_PASS;
 else
 next_state = WRONG_PASS;
 end
 end
 WRONG_PASS: begin
 if((password_1==2'b01)&&(password_2==2'b10))
 next_state = RIGHT_PASS;
 else
 next_state = WRONG_PASS;
 end
 RIGHT_PASS: begin
 if(sensor_entrance==1 && sensor_exit == 1)
 next_state = STOP;
 else if(sensor_exit == 1)
 next_state = IDLE;
 else
 next_state = RIGHT_PASS;
 end
 STOP: begin
 if((password_1==2'b01)&&(password_2==2'b10))
 next_state = RIGHT_PASS;
 else
 next_state = STOP;
 end
 default: next_state = IDLE;
 endcase
 end
 always @(posedge clk) begin 
 case(current_state)
 IDLE: begin
 green_tmp = 1'b0;
 red_tmp = 1'b0;
 HEX_1 = 7'b1111111; 
 HEX_2 = 7'b1111111; 
 end
 WAIT_PASSWORD: begin
 green_tmp = 1'b0;
 red_tmp = 1'b1;
 HEX_1 = 7'b000_0110; 
 HEX_2 = 7'b010_1011; 
 end
 WRONG_PASS: begin
 green_tmp = 1'b0;
 red_tmp = ~red_tmp;
 HEX_1 = 7'b000_0110; 
 HEX_2 = 7'b000_0110;  
 end
 RIGHT_PASS: begin
 green_tmp = ~green_tmp;
 red_tmp = 1'b0;
 HEX_1 = 7'b000_0010; 
 HEX_2 = 7'b100_0000; 
 end
 STOP: begin
 green_tmp = 1'b0;
 red_tmp = ~red_tmp;
 HEX_1 = 7'b001_0010; 
 HEX_2 = 7'b000_1100;  
 end
 endcase
 end
 assign RED_LED = red_tmp  ;
 assign GREEN_LED = green_tmp;
endmodule
</file>
==> notes.md <==
Results of the run.

Measured against its own limit, the worst slew margin works out to 0.582. The number of flops mapped to enable cells by yosys is 11. The met3 wire length is around 130 microns.

The final setup violation count is 0. Per the synth log, the flip-flop and latch total comes to approximately 48. The number of sinks handled by clock tree synthesis is between 40 and 50.

The kind of cell with the highest combined delay along the critical path is simple AND/OR/NAND/NOR gates. The vertical die dimension is slightly below 80 microns. The signal on the critical path passes through nand4_2 > or4_1 > or4_1 > a21oi_1. The leakage power in the latest report is approximately 1 nW. Counting endpoints that fail hold in the final report gives 0.

The flow ran to the end, and the final reports show no timing, DRC or antenna violations. Looking at the cell usage after synthesis, the top flip-flop cell is dfrtp_1. Synthesis produced a netlist whose cell count is about 240.

The root buffer selected by CTS is clkbuf_8. The power density over the cells is slightly below 500 mW/mm^2. The share of synthesized area in the top cell type comes to 0.378. The first global-routing pass estimated about 7600 microns of wire. The achievable clock frequency is about 0.45 GHz. Counting only logic cells after layout, the most numerous master is dfrtp_1. For this run, the register share of the synthesized area comes to 0.527.

After layout, the design draws a total of between 1 and 1.5 mW. The mean area per synthesized cell is about 10 sq um. The die covers 0.00628 sq mm. The floorplan step defined a core boundary enclosing about 0.0056 sq mm.

Data arrives at the worst endpoint at 2450 ps. The final HPWL from detailed placement is about 2800 microns. The worst min-delay path category is register to register. The kind of capture point of the worst setup path is a register. The most frequent cell on the critical path is or4_1. The worst slack at placement is ~1800 ps. Per the CTS log, the maximum H-tree level is 2. After the first detailed-routing iteration, the DRC count stood at 139.

For this sky-water flow run, the detailed-routed wirelength per cell is reported as 13.0 microns. The detailed router put a total of approximately 2300 microns of wire on met1. Yosys reported that registers with async set or reset make up 0.771. The report lists the number of cells resized after CTS as 0.

The worst-case IR drop observed on VDD is just under 300 uV. Port buffering added 22 buffers. Pin placement for this block handled 24 I/O pins. The buffering stage count on the worst path with inverters included is 0. The clock slew at the register clock pins of the worst setup and hold paths is 90 ps. The detailed-routing iteration count for the pre-antenna-repair pass is 4. Signal nets in the final route climb as high as met4. The area reported by Yosys stat is 0.00239 sq mm.

The smallest clock period supported by the final layout is computed as approximately 2200 ps. The data required time of the critical path is 4230 ps. In this run the maximum-capacitance check reported violations numbering 0.

The final max-slew violation count recorded for this run is 0. The finished layout holds 324 standard cells, fillers aside. The final non-filler cell area is about 0.0027 sq mm. Per the repair_timing log after CTS, setup buffers inserted total 0. The routed layout has between 1,500 and 2,000 vias. The total of warnings raised by yosys is 1.

The top cell types in the final layout, fill and taps aside, are dfrtp_1 (36), a21oi_1 (23), clkdlybuf4s50_1 (21). After floorplanning, the core was divided into 27 placement rows. The number of warnings reported in the stage logs is 25.

In this run, CTS created clock tree buffers numbering 5. The post-detailed-routing wire length is 4200 microns. The initial cell density of the core is 0.423.

Once placement completed, the tool counted placed cells totaling between 300 and 400. In this run the register-to-register setup slack is between 1500 and 2000 ps. The via count of the first global-routing pass came to 1,630. Relative to the synthesized area, the layout overhead comes to 13.9%.

The category of the worst setup path launch point is a register. The post-route clock skew is just under 5 ps. Summed over all failing endpoints, the final setup total negative slack is 0 ps.

In this run the cell area of the synthesized design comes to 0.00239 sq mm. The clock tree from TritonCTS is yes. The transition time recorded at the tightest slew-check pin is between 600 and 700 ps.

The synthesized netlist contains around 40 unique library cells. The total cell area at the placement stage is roughly 0.0026 sq mm. In the routed netlist, the antenna diode instances number 0. The width of the die is between 70 and 80 microns. The later-pin clock latency in the skew report is 300 ps. Per the post-route antenna check, the number of violating nets is 0. The maximum number of buffers from clock root to sink is 2. The length of routed met2 wiring is ~1800 microns. For this design, Yosys synthesis ends with a cell count of between 200 and 250.

Routability-driven placement finished with a final weighted congestion of between 0.7 and 0.8. Of the available clock period, the critical path in the final layout requires 0.555. The number of antenna violations at the first check in global routing is 0. In the routed layout, each cell is associated on average with a via count of 5.47. Looking at the critical path, the highest net fanout was 17. The total global routing track utilization is 0.158.

The routed layout reports a DRC error count of 0. Setup repair after global routing left no endpoint under its margin. By area the synthesized netlist is led by dfrtp_1 (38%), edfxtp_1 (14%), a21oi_1 (4.8%), o31ai_1 (4.4%), or4_1 (4.1%). The top cell type by total area after synthesis is dfrtp_1. The pin count of the biggest net entering global routing is 38.

The final worst slack is between 1500 and 2000 ps. The delay of the slowest cell on the worst path is around 800 ps. The global route stage reports its total congestion overflow as 0. The number of hold buffers added after CTS is 0.

The layout summary lists the proportion of cells stronger than drive strength 1 as 0.0873. The critical path's slowest cell is or4_1. Looking at the setup timing report, the critical path kind is register to register.
==> worst reg2reg max path: stages, from the launching register on <==
cell	delay [ps]
dfrtp_1	460
nand4_2	170
or4_1	800
or4_1	580
a21oi_1	140
==> cell usage after synthesis (2+ instances only) <==
| library cell | n |
|---|---|
| dfrtp_1 | 36 |
| nor3_1 | 3 |
| o21ai_0 | 11 |
| buf_2 | 2 |
| or3_1 | 10 |
| buf_4 | 5 |
| nand4_2 | 2 |
| nor4_1 | 12 |
| nand2_1 | 16 |
| o31ai_1 | 14 |
| inv_1 | 8 |
| a21oi_1 | 23 |
| xnor2_1 | 7 |
| or4_1 | 13 |
| clkbuf_1 | 5 |
| nand4_1 | 5 |
| nand3_1 | 11 |
| nor2_1 | 16 |
| xor2_1 | 2 |
| or2_2 | 3 |
| buf_6 | 3 |
| edfxtp_1 | 11 |
==> report_power, final <==
part           leakage, nW  internal [mW]  switching (mW)  total (mW)
sequential           0.613          0.618          0.0508       0.669
clock               0.0548          0.188           0.161       0.349
combinational        0.316          0.180           0.138       0.318
total                0.984          0.986           0.350        1.34
==> per-stage QoR <==
stage               utilization  hold WS (ps)
floorplan                     -           446
global placement          0.461           464
detailed placement        0.461           468
CTS                       0.482           481
global route              0.482           521
finish                    0.482           485
==> metal layers <==
metal / global-route usage / vias to the layer above
met2: 0.233 / 24
met4: 0.0164 / 0
met1: 0.270 / 836
li1: - / 908
met5: 0 / -
met3: 0.0257 / 4
==> cells by family (layout without fill, tap and decap cells) <==
group | Yosys count | count (layout) | share of synthesized area
AND-OR/OR-AND | 51 | 51 | 0.126
XOR/XNOR | 9 | 9 | 0.0330
adder cells (fa/ha/maj) | 1 | 1 | 0.00524
buffers and inverters | 24 | 40 | 0.0561
flip-flops | 48 | 48 | 0.527
other | 1 | 1 | 0.00157
AND/OR/NAND/NOR | 102 | 102 | 0.251
==> final timing paths <==
check / cells after the start / end / start
max in group asynchronous: 2 / current_state[0] / reset_n
worst min register to register: 1 / counter_wait[0] / counter_wait[0]
worst max register to register: 4 / counter_wait[31] / counter_wait[10]
worst min-delay path: 1 / counter_wait[0] / counter_wait[0]
min in group asynchronous: 2 / counter_wait[16] / reset_n
worst max-delay path: 4 / counter_wait[31] / counter_wait[10]
==> flip-flops by register name (all words and copies together) (netlist names) <==
| register | cells |
|---|---|
| HEX_2 | 6 |
| HEX_1 | 3 |
| current_state | 5 |
| green_tmp | 1 |
| red_tmp | 1 |
| counter_wait | 32 |
==> layout make-up <==
type | count | area (sq um)
Fill cell | 494 | 2920
Sequential cell | 48 | 1260
Multi-Input combinational cell | 164 | 995
Timing Repair Buffer | 24 | 230
Tap cell | 72 | 90.1
Clock buffer | 5 | 68.8
Clock inverter | 3 | 46.3
Inverter | 8 | 30.0
Power is estimated from default activity; no workload was simulated.
