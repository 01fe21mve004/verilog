**flow/constraint.sdc**
```tcl
current_design mem_synchronous

set clk_period 47.8
set clk_io_pct 0.2

create_clock -name clk0 -period $clk_period [get_ports {clk}]

set non_clock_inputs [all_inputs -no_clocks]
set_input_delay [expr $clk_period * $clk_io_pct] -clock clk0 $non_clock_inputs
set_output_delay [expr $clk_period * $clk_io_pct] -clock clk0 [all_outputs]
```
**flow/run.sh**
```bash
#!/bin/bash
# OpenROAD 26Q1-2900-gdf79404cd8, Yosys 0.63+post, stock flow scripts
make -C /OpenROAD-flow-scripts/flow DESIGN_CONFIG=/design/flow/config.mk WORK_HOME=/design/flow/orfs finish
```
**flow/design.v**
```verilog
`timescale 1ns / 1ps
module mem_synchronous(addr,data_in,data_out,cs,wr,rd,clk);
input [9:0] addr;
input [7:0] data_in;
input cs,wr,rd,clk;
output reg [7:0] data_out;
reg[7:0] mem [1023:0];
assign data_in= (cs&&rd)?data_out:8'bz;
always@(posedge clk)
if(cs && wr && !rd)
mem[addr]=data_in;
always@(posedge clk)
if(cs && rd && !wr)
data_out=mem[addr];
endmodule
```
**flow/config.mk**
```make
export PLATFORM = sky130hd
export DESIGN_NAME = mem_synchronous
export DESIGN_NICKNAME = mem_synchronous
export VERILOG_FILES = /design/flow/design.v
export SDC_FILE = /design/flow/constraint.sdc
export NUM_CORES = 4
export LEC_CHECK = 1
export CORE_UTILIZATION = 40
export SYNTH_MEMORY_MAX_BITS = 65536
```
==> impl_metrics.csv <==
group,metric,value,unit
outcome,status,"did not finish",
outcome,stop_stage,"synthesis (1_2_yosys)",
outcome,error,"ERROR: Found 8 problems in 'check -assert'.",
synth,ys_seq_share,0.7803,
synth,top_area_frac,0.7803,
synth,ys_ff,8200,
synth,yosysWarnings,2,
synth,yosysUniqueCellTypes,49,
synth,ys_top_cells_by_area,"edfxtp_1, mux2i_1, mux4_2",
synth,edf_count,8200,
synth,yosys_cells,16400,
synth,yosys_area,0.3156,mm²
synth,largest_area_cell,"edfxtp_1",
synth,flop_cell,"edfxtp_1",
synth,async_reset_ff_frac,0,
-- cell families after synthesis --
| family | share of synthesized area |
|---|---|
| AOI/OAI and AO/OA | 0.03711 |
| and+or+nand+nor | 0.02772 |
| buffers and inverters | 0.01622 |
| DFF | 0.7803 |
| muxes | 0.1387 |
-- cell usage after synthesis, types with 18 or more instances --
library cell / count
a21oi_1: 18
a221oi_1: 21
a22o_1: 53
a22oi_1: 261
a31oi_1: 66
buf_1: 76
buf_2: 573
buf_4: 80
clkbuf_1: 336
edfxtp_1: 8200
mux2i_1: 2521
mux4_2: 819
nand2_1: 132
nand3_1: 96
nand4_1: 24
nor2_1: 1334
nor3_1: 145
nor4_1: 210
o2111ai_1: 98
o21ai_0: 134
o221ai_1: 22
o22ai_1: 1050
